File: design.v
module Sensor_interface #(
    parameter DEBOUNCE_DELAY = 1000  
)(
    input wire clk,                 
    input wire reset,               
    input wire raw_entry_sensor,    
    input wire raw_exit_sensor,     
    output reg entry_sensor,        
    output reg exit_sensor,         
    output reg entry_passed,        
    output reg exit_passed          
);
    reg [31:0] entry_counter;       
    reg [31:0] exit_counter;        
    reg entry_detected;             
    reg exit_detected;              
    reg entry_sensor_prev;          
    reg exit_sensor_prev;           
    initial begin
        entry_sensor = 1'b0;
        exit_sensor = 1'b0;
        entry_passed = 1'b0;
        exit_passed = 1'b0;
        entry_counter = 32'h0;
        exit_counter = 32'h0;
        entry_detected = 1'b0;
        exit_detected = 1'b0;
        entry_sensor_prev = 1'b0;
        exit_sensor_prev = 1'b0;
    end
    always @(posedge clk or posedge reset) begin
        if (reset) begin
            entry_counter <= 32'h0;
            entry_sensor <= 1'b0;
        end
        else begin
            if (raw_entry_sensor != entry_sensor) begin
                if (entry_counter == DEBOUNCE_DELAY) begin
                    entry_sensor <= raw_entry_sensor;
                    entry_counter <= 32'h0;
                end
                else begin
                    entry_counter <= entry_counter + 1;
                end
            end
            else begin
                entry_counter <= 32'h0;
            end
        end
    end
    always @(posedge clk or posedge reset) begin
        if (reset) begin
            exit_counter <= 32'h0;
            exit_sensor <= 1'b0;
        end
        else begin
            if (raw_exit_sensor != exit_sensor) begin
                if (exit_counter == DEBOUNCE_DELAY) begin
                    exit_sensor <= raw_exit_sensor;
                    exit_counter <= 32'h0;
                end
                else begin
                    exit_counter <= exit_counter + 1;
                end
            end
            else begin
                exit_counter <= 32'h0;
            end
        end
    end
    always @(posedge clk or posedge reset) begin
        if (reset) begin
            entry_passed <= 1'b0;
            exit_passed <= 1'b0;
            entry_detected <= 1'b0;
            exit_detected <= 1'b0;
            entry_sensor_prev <= 1'b0;
            exit_sensor_prev <= 1'b0;
        end
        else begin
            entry_sensor_prev <= entry_sensor;
            exit_sensor_prev <= exit_sensor;
            if (entry_sensor && !entry_sensor_prev) begin
                entry_detected <= 1'b1;
                entry_passed <= 1'b0;
            end
            else if (!entry_sensor && entry_sensor_prev && entry_detected) begin
                entry_detected <= 1'b0;
                entry_passed <= 1'b1;
            end
            else begin
                entry_passed <= 1'b0;
            end
            if (exit_sensor && !exit_sensor_prev) begin
                exit_detected <= 1'b1;
                exit_passed <= 1'b0;
            end
            else if (!exit_sensor && exit_sensor_prev && exit_detected) begin
                exit_detected <= 1'b0;
                exit_passed <= 1'b1;
            end
            else begin
                exit_passed <= 1'b0;
            end
        end
    end
endmodule
File: constraint.sdc
current_design Sensor_interface

set clk_period 4.6
set clk_io_pct 0.2

create_clock -name clk0 -period $clk_period [get_ports {clk}]

set non_clock_inputs [all_inputs -no_clocks]
set_input_delay [expr $clk_period * $clk_io_pct] -clock clk0 $non_clock_inputs
set_output_delay [expr $clk_period * $clk_io_pct] -clock clk0 [all_outputs]
File: config.mk
export PLATFORM = sky130hd
export DESIGN_NAME = Sensor_interface
export DESIGN_NICKNAME = Sensor_interface
export VERILOG_FILES = /design/flow/design.v
export SDC_FILE = /design/flow/constraint.sdc
export NUM_CORES = 4
export LEC_CHECK = 1
export CORE_UTILIZATION = 50
File: run.sh
#!/bin/bash
# OpenROAD 26Q1-2900-gdf79404cd8, Yosys 0.63+post, stock flow scripts
make -C /OpenROAD-flow-scripts/flow DESIGN_CONFIG=/design/flow/config.mk WORK_HOME=/design/flow/orfs finish
==> summary.log <==
qor: final_layout.seq_area 1802 um^2
qor: route.drc_violation_count_after_routing 0
qor: pwr.leakage 1.558 nW
qor: sta.totalNegativeSetupSlack 0 ps
qor: sta.finalClockSkew 10.05 ps
qor: clocking.cts_tree done
qor: yosys.synthesized_instance_count 400
qor: route.wire_per_inst 15.85 um
qor: global_routing.grt_pass1_vias 2727
qor: sta.relSlewSlack 0.5574
qor: clocking.clk_pin_slew 80 ps
qor: final_layout.post_route_cells_drive_above_1_share 0.08374
qor: final_layout.area.combinational 1853 um^2
qor: global_routing.grtUsageTotal 0.2296
qor: pwr.finalPower 1.140 mW
qor: worst_setup_path.cp_slowest_stage_delay 820 ps
qor: route.num_vias 3064
qor: final_layout.lay_top_cells sky130_fd_sc_hd__dfrtp_1 (72), sky130_fd_sc_hd__a21oi_1 (37), sky130_fd_sc_hd__nor2_1 (32), sky130_fd_sc_hd__nand4_1 (25), sky130_fd_sc_hd__nand3_1 (20)
qor: final_layout.final_common_cell sky130_fd_sc_hd__dfrtp_1
qor: global_routing.grt_remaining_overflow 0
qor: die.fp.coreArea 7292 um^2
qor: route.detailedRoute.firstPassIterationCount 5
qor: clocking.cts-hold-fix-buffers 0
qor: global_routing.initial_antenna_violation_count 0
qor: clocking.h-tree-depth 3
qor: placed_design.numPortBuffers 7
qor: global_routing.grt_start_max_net_pins 51
qor: yosys.count_of_synthesis_stage_warnings_from_yosys 1
qor: job.maxCapViolations 0
qor: worst_setup_path.rrSetupSlack 2090 ps
qor: die.die_width 89.18 um
qor: clocking.clock-sinks 72
qor: clocking.number_of_buffers_inserted_to_repair_setup_after_cts 0
qor: route.wl_final 8004 um
qor: die.top_level_ports 8
qor: min_path.worst_hold_path.num_cells 1
qor: yosys.async_reset_ff_frac 1.000
qor: min_path.min-delay-path-class flop to flop
qor: route.insertedDiodeCount 0
qor: worst_setup_path.worst_reg_to_reg_path_cell_count 4
qor: sta.timing.final.setup_violations 0
qor: final_layout.final.fill_count 645
qor: sta.worst_slew_pin_slew 661.9 ps
qor: global_routing.wire_length_of_the_first_global_routing_pass 13560 um
qor: die.design.die.area 7952 um^2
qor: yosys.edf_count 0
qor: clocking.ctsResizeCount 0
qor: worst_setup_path.reg2reg_from entry_counter[2]
qor: route.antenna_left 0
qor: sta.slew_violations 0
qor: yosys.ys_types 39
qor: route.detail_route.iter0.violations 169
qor: sta.fmaxAchievable 398.7 MHz
qor: min_path.timing.hold.worst.start entry_counter[0]
qor: clocking.ctsLongestPathBuffers 2
qor: sta.min_period_over_period 0.5452
qor: sta.timing_hold_violations_final 0
qor: pwr.power.density 276.8 nW/um^2
qor: worst_setup_path.critical_path.cell_chain and4_1 > nand4_1 > or4b_2 > a21oi_1
qor: placed_design.post-dp-hpwl 5275 um
qor: worst_setup_path.r2r_end entry_counter[29]
qor: pwr.vdd_drop_max 0.0001339 V
qor: die.placement_rows 31
qor: worst_setup_path.crit_path_drt 4870 ps
qor: yosys.yosys-stat-cells 400
qor: worst_setup_path.startpoint_type flop
qor: global_routing.grt_util_met1 0.4147
qor: yosys.syn_area 3800 um^2
qor: yosys.ys.flops 72
qor: final_layout.largestRegisters entry_counter x32, exit_counter x32
qor: global_routing.globalRoute.busiestLayer met1
qor: worst_setup_path.worst-endpoint-arrival 2780 ps
qor: run_status.outcome complete, no violations
qor: global_routing.grt_use_met2 0.3046
qor: worst_setup_path.timing_worst_setup_path_type flop to flop
qor: clocking.total_cts_buffers 9
qor: die.floorplan.die.height 89.18 um
qor: worst_setup_path.critPathMaxFanout 19
qor: yosys.syn-mean-instance-area 9.500 um^2
qor: min_path.hold-path-endpoint entry_counter[0]
qor: route.detail_route.vias_per_cell 6.067
qor: clocking.insertion_delay_late_pin 350 ps
qor: clocking.clock_tree.root_cell sky130_fd_sc_hd__clkbuf_8
qor: sta.layout_min_cycle_time 2508 ps
qor: yosys.synth.yosys.chip_area 3800 um^2
qor: worst_setup_path.worstSetupEndpointType flop
qor: global_routing.groute.layer.met3.usage 0.05524
qor: yosys.ys_seq_share 0.4742
qor: worst_setup_path.timing.critical_path.slowest_stage_cell sky130_fd_sc_hd__or4b_2
qor: sta.grt_setup_unrepaired no
qor: job.log.warning_count 27
qor: yosys.ff_type sky130_fd_sc_hd__dfrtp_1
qor: die.initial_core_util 0.5211
qor: final_layout.area_growth_from_synthesis_to_final_layout 8.396%
qor: placed_design.finalWeightedCongestion 0.8584
-- cells by family after synthesis --
| logic type | synth area share |
|---|---|
| fa+ha+maj | 0.01844 |
| flops | 0.4742 |
| buf+inv | 0.04280 |
| xor+xnor | 0.05301 |
| mux | 0.01120 |
| simple gates | 0.2825 |
| compound gates | 0.1179 |
-- power by group --
part           internal, mW  leakage [nW]  switching, mW
Combinational        0.0129         0.468         0.0315
Clock                 0.211        0.0887          0.242
Sequential            0.637          1.00        0.00583
Total                 0.861          1.56          0.279
-- worst max-delay path by stage --
stage / slack [ps] / startpoint / cells after the start / to
CTS: 2100 / entry_counter[2] / 4 / entry_counter[29]
global route: 1850 / entry_counter[2] / 4 / entry_counter[29]
finish: 2090 / entry_counter[2] / 4 / entry_counter[29]
-- synth_stat cells, types with 2 or more instances --
cell | count | area [um^2]
sky130_fd_sc_hd__dfrtp_1 | 72 | 1802
sky130_fd_sc_hd__a21oi_1 | 37 | 185.2
sky130_fd_sc_hd__nor2_1 | 32 | 120.1
sky130_fd_sc_hd__nand4_1 | 25 | 156.4
sky130_fd_sc_hd__nand3_1 | 20 | 100.1
sky130_fd_sc_hd__o21ai_0 | 20 | 100.1
sky130_fd_sc_hd__nand2_1 | 19 | 71.32
sky130_fd_sc_hd__or4_1 | 19 | 142.6
sky130_fd_sc_hd__inv_1 | 18 | 67.56
sky130_fd_sc_hd__o31ai_1 | 17 | 127.6
sky130_fd_sc_hd__xor2_1 | 14 | 122.6
sky130_fd_sc_hd__clkbuf_1 | 13 | 48.80
sky130_fd_sc_hd__or3_1 | 13 | 81.33
sky130_fd_sc_hd__and4_1 | 11 | 96.34
sky130_fd_sc_hd__nor4_1 | 9 | 56.30
sky130_fd_sc_hd__xnor2_1 | 9 | 78.83
sky130_fd_sc_hd__nor3_1 | 5 | 25.02
sky130_fd_sc_hd__or3_2 | 5 | 37.54
sky130_fd_sc_hd__and3_1 | 4 | 25.02
sky130_fd_sc_hd__ha_1 | 4 | 50.05
sky130_fd_sc_hd__nor4b_1 | 4 | 35.03
sky130_fd_sc_hd__o41ai_1 | 4 | 35.03
sky130_fd_sc_hd__buf_2 | 3 | 15.01
sky130_fd_sc_hd__and2_1 | 2 | 12.51
sky130_fd_sc_hd__buf_4 | 2 | 15.01
sky130_fd_sc_hd__maj3_1 | 2 | 20.02
sky130_fd_sc_hd__mux2_2 | 2 | 22.52
sky130_fd_sc_hd__mux2i_1 | 2 | 20.02
sky130_fd_sc_hd__nor2b_1 | 2 | 12.51
sky130_fd_sc_hd__or4b_2 | 2 | 20.02
-- layer usage --
layer | up-vias | wire, um
li1 | 1509 | -
met1 | 1472 | 4244
met2 | 79 | 3255
met3 | 4 | 454
met4 | 0 | 49
met5 | - | 0
-- worst max-delay path: cells and delay by family, from the launching register on --
family | cells | cell delay [ps]
AND-OR/OR-AND | 1 | 160
flip-flops | 1 | 440
AND/OR/NAND/NOR | 3 | 1830
-- cell type report --
cell class                      count  share of cell area
Multi-Input combinational cell    290              0.4499
Tap cell                           99             0.03007
Clock buffer                       10             0.03341
Timing Repair Buffer               10             0.02248
Inverter                           18             0.01640
Sequential cell                    72              0.4374
Clock inverter                      6             0.01033
-- stage by stage --
stage | hold slack, ps | utilization | setup slack [ps] | area [um^2] | instances
floorplan | 429.7 | - | 1855 | 3800 | 400
global placement | 459.3 | 0.5402 | 2215 | 3939 | 489
detailed placement | 478.2 | 0.5402 | 2126 | 3939 | 489
CTS | 489.6 | 0.5649 | 2098 | 4119 | 505
global route | 513.9 | 0.5649 | 1850 | 4119 | 505
finish | 487.5 | 0.5649 | 2092 | 4119 | 505
Power is estimated from default activity; no workload was simulated.
