**flow/run.sh**
```bash
#!/bin/bash
# OpenROAD 26Q1-2900-gdf79404cd8, Yosys 0.63+post, stock flow scripts
make -C /OpenROAD-flow-scripts/flow DESIGN_CONFIG=/design/flow/config.mk WORK_HOME=/design/flow/orfs finish
```
**flow/config.mk**
```make
export PLATFORM = sky130hd
export DESIGN_NAME = Barrier_control
export DESIGN_NICKNAME = Barrier_control
export VERILOG_FILES = /design/flow/design.v
export SDC_FILE = /design/flow/constraint.sdc
export NUM_CORES = 4
export LEC_CHECK = 1
export CORE_UTILIZATION = 40
```
**flow/constraint.sdc**
```tcl
current_design Barrier_control

set clk_period 4.2
set clk_io_pct 0.2

create_clock -name clk0 -period $clk_period [get_ports {clk}]

set non_clock_inputs [all_inputs -no_clocks]
set_input_delay [expr $clk_period * $clk_io_pct] -clock clk0 $non_clock_inputs
set_output_delay [expr $clk_period * $clk_io_pct] -clock clk0 [all_outputs]
```
**flow/design.v**
```verilog
module Barrier_control #(
    parameter BARRIER_DELAY = 50   
)(
    input wire clk,                 
    input wire reset,               
    input wire open_entry,          
    input wire open_exit,           
    input wire close_entry,         
    input wire close_exit,          
    input wire emergency,           
    input wire vehicle_direction,   
    output reg entry_barrier,       
    output reg exit_barrier,        
    output reg [1:0] barrier_status  
);
    reg [31:0] entry_timer;         
    reg [31:0] exit_timer;          
    reg entry_in_motion;            
    reg exit_in_motion;             
    initial begin
        entry_barrier = 1'b0;       
        exit_barrier = 1'b0;        
        barrier_status = 2'b00;     
        entry_timer = 32'h0;
        exit_timer = 32'h0;
        entry_in_motion = 1'b0;
        exit_in_motion = 1'b0;
    end
    always @(*) begin
        case ({entry_barrier, exit_barrier})
            2'b00: barrier_status = 2'b00;  
            2'b01: barrier_status = 2'b10;  
            2'b10: barrier_status = 2'b01;  
            2'b11: barrier_status = 2'b11;  
        endcase
    end
    always @(posedge clk or posedge reset) begin
        if (reset) begin
            entry_barrier <= 1'b0;      
            entry_timer <= 32'h0;
            entry_in_motion <= 1'b0;
        end
        else if (emergency) begin
            entry_barrier <= 1'b1;      
            entry_timer <= 32'h0;
            entry_in_motion <= 1'b0;
        end
        else begin
            if (open_entry && !entry_barrier && !entry_in_motion) begin
                entry_in_motion <= 1'b1;
                entry_timer <= 32'h0;
            end
            if (close_entry && entry_barrier && !entry_in_motion) begin
                entry_in_motion <= 1'b1;
                entry_timer <= 32'h0;
            end
            if (entry_in_motion) begin
                if (entry_timer >= BARRIER_DELAY) begin
                    entry_barrier <= !entry_barrier;  
                    entry_in_motion <= 1'b0;
                    entry_timer <= 32'h0;
                end
                else begin
                    entry_timer <= entry_timer + 1;
                end
            end
        end
    end
    always @(posedge clk or posedge reset) begin
        if (reset) begin
            exit_barrier <= 1'b0;       
            exit_timer <= 32'h0;
            exit_in_motion <= 1'b0;
        end
        else if (emergency) begin
            exit_barrier <= 1'b1;       
            exit_timer <= 32'h0;
            exit_in_motion <= 1'b0;
        end
        else begin
            if (open_exit && !exit_barrier && !exit_in_motion) begin
                exit_in_motion <= 1'b1;
                exit_timer <= 32'h0;
            end
            if (close_exit && exit_barrier && !exit_in_motion) begin
                exit_in_motion <= 1'b1;
                exit_timer <= 32'h0;
            end
            if (exit_in_motion) begin
                if (exit_timer >= BARRIER_DELAY) begin
                    exit_barrier <= !exit_barrier;  
                    exit_in_motion <= 1'b0;
                    exit_timer <= 32'h0;
                end
                else begin
                    exit_timer <= exit_timer + 1;
                end
            end
        end
    end
endmodule
```
==> run summary <==
The flow run is done. The flow ran to the end, and the final reports show no timing, DRC or antenna violations. In this build the clock could be raised as far as 0.365 GHz. Entering global routing, the biggest net connects 38 pins. Of the synthesized area, sequential elements account for 50.4%.

Using the TritonRoute via totals, the vias-per-cell ratio works out to 5.45. Yosys mapped a number of flops with a built-in enable equal to 0. Final HPWL from detailed placement landed at 4320 um.

Clock edge transition at the registers on the reported setup and hold paths landed at 80 ps. Leakage power summed over all cells landed at 1.60 nW. In this run, the clock network consumes 45.0% of the power.

The synthesis report lists the Yosys warning total as 1. Counting pins that exceed their max-slew limit in the final report gives 0. The critical path is of the input port to flop type. Of all flip-flops after synthesis, the portion carrying an async set or reset was 100%. Count of different cell masters after synthesis landed at 38.

Buffers inserted during clock tree synthesis total 9. Post-route minimum period landed at 2740 ps. Per the OpenROAD floorplan log, the area of the die is 0.00880 mm2.

Proportion of total power due to net switching landed at 22.7%. Final number of setup-violating endpoints landed at 0. Routed via count landed at 2522. For this run, the total global-route usage over all layers was measured as 17.5%. Area overhead of the layout relative to synthesis landed at 12.2%.

Sequential share of power landed at 50.8%. Number of hold buffers added after CTS landed at 0. Total length of routed wires landed at 6610 um. Clock latency on the worst-skew pair landed at 340 ps.

The via count of the first global-routing pass came to 2438. Per the OpenROAD floorplan log, the area of the core is 0.00818 mm2. Once the clock tree was built, the setup fixing pass inserted 0 buffers. The most common logic cell in the final layout is sky130_fd_sc_hd__dfrtp_1.

The script extracted a net switching power of 0.000296 W. In this run, synthesis produced a sequential element count of 68. According to the timing report, the data required time at the worst endpoint equals 4400 ps. Post-route worst hold slack landed at 496 ps. Final routed DRC violation total landed at 0. Area of the synthesized netlist per yosys stat landed at 0.00337 mm2. Iteration-0 DRC count of the detailed router landed at 108.

The clock net in this run drives a total of 68 sinks. The worst setup path is captured at a flop. In this run the clock root is driven by a sky130_fd_sc_hd__clkbuf_8. The final antenna diode tally reported by the flow is 0.

For reference, the post-synthesis area per instance comes to 9.89 um2. Per the GRT log, the top usage layer is met1. Area taken by flip-flops and latches landed at 0.00170 mm2. Max-cap violations in this run came to 0. The clock passes through at most 2 buffers. The pin closest to its max-slew limit shows a slew of 718 ps. Fraction of met1 tracks used by global routing landed at 27.9%. Layout cell share with drive strength beyond 1 landed at 7.26%.

Weighted congestion reported at the end of routability-driven placement landed at 0.793. Cell count after synthesis landed at 341. TritonCTS built the clock tree. I/O pin count landed at 12. Internal power landed at 0.00101 W.

Maximum fanout along the worst path landed at 10. Leaving out buffers and inverters, the combinational logic in the layout accounts for 0.00157 mm2. Count of TritonRoute iterations in the first routing pass landed at 4. For this sky-water flow run, the detailed-routed wirelength per cell is reported as 14.3 um. Data arrival time at the worst-slack endpoint landed at 2940 ps. Before any placement, the netlist area is recorded as 0.00337 mm2. Number of gates resized after cts landed at 0. OpenROAD emitted warnings numbering 28. Setup repair after global routing left no endpoint under its margin. Cell count listed in synth_stat.txt landed at 341.

Initial antenna violation count landed at 0. The total overflow left after global routing is 0. After filler insertion, the fill cell instance count of the layout stands at 758. Global routing used 3.70% of the available met3 tracks. Fraction of the core area covered by cells at the end of the flow landed at 46.3%. Core utilization at floorplan landed at 41.3%.

The analysis reports a worst IR drop on VDD of 206 uV. Across the routed clock network, the largest skew measured is 8.78 ps. Timing analysis after detailed placement gives a worst setup slack of 1100 ps.

Note that the worst hold path type here is flop to flop. Height of the die landed at 93.8 um. Met2 routing resource usage after global routing landed at 26.5%.

Number of hold violations in the final report landed at 0. According to the floorplan report, the die width is 93.8 um. The flow reported a cell area power density of 344 mW/mm2. The first global-routing pass estimated 11800 um of wire. Row count landed at 33. The top cell types in the final layout, fill and taps aside, are sky130_fd_sc_hd__dfrtp_1, sky130_fd_sc_hd__nor2_1, sky130_fd_sc_hd__xor2_1, sky130_fd_sc_hd__nor4_1, sky130_fd_sc_hd__xnor2_1. The max-slew check reports its worst relative slack as 52.1%.

Buffers placed on the I/O ports in this run total 10. Post-route fraction of the period consumed by the critical path landed at 65.3%. Setup slack of the critical path after layout landed at 1460 ps. Looking at the cell usage after synthesis, the top flip-flop cell is sky130_fd_sc_hd__dfrtp_1.

Fraction of power consumed by combinational cells landed at 4.2%. Depth of the CTS H-tree landed at 3. For the final routed database, the setup TNS stands at 0 ps. The worst setup path is launched from an input port. Post-detailed-route count of antenna-violating nets landed at 0.
[cell usage after synthesis (2+ instances only)]
cell                        n  share of area, %
sky130_fd_sc_hd__inv_1      8              0.89
sky130_fd_sc_hd__dfrtp_1   68                50
sky130_fd_sc_hd__mux2i_1    2              0.59
sky130_fd_sc_hd__a31oi_1    8               1.5
sky130_fd_sc_hd__nand2_1   15               1.7
sky130_fd_sc_hd__nand3_1   16               2.4
sky130_fd_sc_hd__buf_6      2              0.67
sky130_fd_sc_hd__a41oi_1    3              0.78
sky130_fd_sc_hd__nor4_1    17               3.2
sky130_fd_sc_hd__xor2_1    22               5.7
sky130_fd_sc_hd__ha_1       4               1.5
sky130_fd_sc_hd__nand4_1   14               2.6
sky130_fd_sc_hd__o21ai_0    3              0.44
sky130_fd_sc_hd__and2_1     7               1.3
sky130_fd_sc_hd__and4_1    12               3.1
sky130_fd_sc_hd__nor2_1    64               7.1
sky130_fd_sc_hd__buf_2      6              0.89
sky130_fd_sc_hd__nor3_1     9               1.3
sky130_fd_sc_hd__xnor2_1   17               4.4
sky130_fd_sc_hd__a21oi_1    8               1.2
sky130_fd_sc_hd__nor2b_1    3              0.56
sky130_fd_sc_hd__clkbuf_1   5              0.56
sky130_fd_sc_hd__and3_1    13               2.4
[power groups by stage]
stage | Sequential [W] | Clock, W | Combinational, W
CTS | 0.000662 | 0.000610 | 0.0000565
finish | 0.000662 | 0.000586 | 0.0000543
global route | 0.000663 | 0.000636 | 0.0000632
[state kept, by name, indices dropped and copies added, names as in the netlist]
signal and flops:
entry_timer 32, exit_timer 32, entry_barrier 1, entry_in_motion 1, exit_barrier 1, exit_in_motion 1
[cells by family (layout without fill, tap and decap cells)]
logic type	Yosys count	after routing	share of synthesized area, %
compound gates	31	31	7.23
xor+xnor	39	39	10.1
fa+ha+maj	4	4	1.48
buf+inv	21	38	3.00
flops	68	68	50.4
mux	3	3	0.927
simple gates	175	175	26.8
[path summary, 6_finish.rpt]
path	from	to	slack (ps)	cells after the start
setup / recovery	emergency	entry_timer[15]$_DFFE_PP0P_	1460	6
hold / removal	entry_timer[31]$_DFFE_PP0P_	entry_timer[31]$_DFFE_PP0P_	500	1
setup reg to reg	entry_timer[0]$_DFFE_PP0P_	entry_timer[8]$_DFFE_PP0P_	1990	6
hold reg to reg	entry_timer[31]$_DFFE_PP0P_	entry_timer[31]$_DFFE_PP0P_	500	1
max in group asynchronous	reset	exit_timer[23]$_DFFE_PP0P_	2360	3
min in group asynchronous	reset	exit_timer[29]$_DFFE_PP0P_	900	2
[per-layer routing]
metal,vias to the layer above,part of all wire (%)
li1,1237,-
met1,1242,50
met2,39,45
met3,4,3.6
met4,0,0.68
met5,-,0
[critical path, cell delays in order]
cell,delay (ps)
sky130_fd_sc_hd__clkdlybuf4s50_1,710
sky130_fd_sc_hd__or2_1,260
sky130_fd_sc_hd__o2111ai_2,270
sky130_fd_sc_hd__nor3_1,630
sky130_fd_sc_hd__xnor2_1,180
sky130_fd_sc_hd__nor2_1,50
[metrics by stage]
stage | cells | area (um2) | total power (W)
floorplan | 341 | 3370 | 0.000715
global placement | 447 | 3570 | 0.000731
detailed placement | 447 | 3570 | 0.000731
CTS | 463 | 3780 | 0.00133
global route | 463 | 3780 | 0.00136
finish | 463 | 3780 | 0.00130
[area by class of cell]
cell class                 count  area share [%]
timing repair buffer          14            3.44
tap                          105            3.47
clock inverter                 6            2.35
clock buffer                  10            3.37
sequential                    68            45.0
inverter                       8           0.794
multi-input combinational    252            41.6
Power is estimated from default activity; no workload was simulated.
